### design/flow/design.v
module memoryA(input WEA,input clock, input[7:0]DataInA, input[2:0]AddrA,output reg [7:0]DOut1);
reg [7:0]MemA[0:7];
always @(posedge clock)
begin
if (WEA)
begin
MemA[AddrA] <= DataInA;
end
else
DOut1 <= MemA[AddrA];
end
endmodule
### design/flow/run.sh
#!/bin/bash
# OpenROAD 26Q1-2900-gdf79404cd8, Yosys 0.63+post, stock flow scripts
make -C /OpenROAD-flow-scripts/flow DESIGN_CONFIG=/design/flow/config.mk WORK_HOME=/design/flow/orfs finish
### design/flow/config.mk
export PLATFORM = sky130hd
export DESIGN_NAME = memoryA
export DESIGN_NICKNAME = memoryA
export VERILOG_FILES = /design/flow/design.v
export SDC_FILE = /design/flow/constraint.sdc
export NUM_CORES = 4
export LEC_CHECK = 1
export CORE_UTILIZATION = 30
### design/flow/constraint.sdc
current_design memoryA

set clk_period 2.4
set clk_io_pct 0.2

create_clock -name clk0 -period $clk_period [get_ports {clock}]

set non_clock_inputs [all_inputs -no_clocks]
set_input_delay [expr $clk_period * $clk_io_pct] -clock clk0 $non_clock_inputs
set_output_delay [expr $clk_period * $clk_io_pct] -clock clk0 [all_outputs]
==> impl_metrics.json <==
{
  "outcome": "finished clean",
  "hold_depth": 1,
  "swShare": 0.209,
  "cp-end-kind": "flip-flop",
  "min_to": "DOut1[1]",
  "yosysChipArea_mm2": 0.00280,
  "m1WireLength_um": 2000,
  "path_class": "in -> reg",
  "die_width_um": 98.6,
  "edf_count": 72,
  "grt_overflow_total": 0,
  "cp_slowest_cell": "mux4_1",
  "worstPathRequired_ps": 2490,
  "cts.path.max_buffers": 2,
  "hpwl_um": 3250,
  "reg2reg_slack_ps": 1010,
  "synth.largest_area_cell": "edfxtp_1",
  "yosysWarnings": 1,
  "route.top_layer_used": "met4",
  "p_comb_frac": 0.069,
  "start_kind": "primary input",
  "fin_crit_sh": 0.817,
  "fmax_mhz": 510,
  "top_cells_by_count": "edfxtp_1 (72), mux2i_1 (10), mux4_1 (8), nor2_1 (8)",
  "dieHeight_um": 98.6,
  "clkTransAtPathRegs_ps": 70,
  "setup_viol": 0,
  "io_buffers": 20,
  "p_int_uw": 2010,
  "rsz0062_at_grt": "false",
  "cts_inserted_buffers": 9,
  "syn_inst": 141,
  "critPathMaxStageDelay_ps": 570,
  "ios": 21,
  "fin_crit_ps": 1960,
  "wirelength_um": 4900,
  "clkSinkCount": 72,
  "yosysTopAreaCellShare": 0.772,
  "ant_nets": 0,
  "synth_flops": 72,
  "finalHoldViolations": 0,
  "initCoreUtil": 0.315,
  "chipArea_mm2": 0.00973,
  "slew_headroom": 0.711,
  "grt_max_degree": 23,
  "tritoncts": "yes",
  "yosys.cell_count.top_type": "edfxtp_1",
  "syn-cell-area_mm2": 0.00280,
  "rr_worst_depth": 2,
  "tool_warnings": 25,
  "cp_cell_sequence": "clkdlybuf4s50_1 > buf_4 > mux4_1 > mux2_2",
  "comb_area_um2": 579,
  "cts_setup_buffers": 0,
  "grt_pass1_wl_um": 7530,
  "worstPathMaxFanout": 6,
  "power_switching_uw": 531,
  "finClkSkew_ps": 6.19,
  "syn2layout_area_growth_pct": 23.7,
  "grt_pass1_vias": 1466,
  "grt_usage": 0.109,
  "hp-class": "reg -> reg",
  "pwr-share-clk": 0.362,
  "finalPower_uw": 2540,
  "slew_violations": 0,
  "wl_met3_um": 541,
  "wl_met2_um": 2280,
  "antennaDiodeCount": 0,
  "synthDistinctLibCells": 24,
  "ctsHtreeMaxLevel": 3,
  "drcViolationCount": 0,
  "timing.rr.end": "DOut1[2]",
  "seq_area_mm2": 0.00216,
  "worstMarginPinSlew_ps": 433,
  "num_rows": 34,
  "tns_ps": 0,
  "cts_resized": 0,
  "nFillCells": 796,
  "p_seq_frac": 0.569,
  "fin_cells": 299,
  "drive_above_1_share": 0.215,
  "maxCapViolations": 0,
  "place_inst": 283,
  "cts_hold_buf": 0,
  "p_leak_uw": 0.00120,
  "power_density_mw_per_mm2": 733,
  "syn_area_per_cell_um2": 19.9,
  "ir_drop_mv": 0.305,
  "r2r-start": "MemA[1][2]",
  "antenna_found_initial": 0,
  "ys_cells": 141,
  "hp-start": "MemA[0][1]",
  "clk_latency_ps": 340,
  "globalplace.congestion": 0.817,
  "first_pass_iters": 4,
  "area_leaders": "edfxtp_1 (77%), mux4_1 (7.5%), mux2i_1 (3.6%)",
  "cts_root_buf": "clkbuf_8",
  "ys_seq_frac": 0.772,
  "wl_per_cell_um": 16.4,
  "fp.coreArea_mm2": 0.00889,
  "drtIter0Drc": 69,
  "synthArstFlopShare": 0,
  "vias": 1437,
  "flop_cell": "edfxtp_1",
  "arrival_ps": 2050,
  "vias_per_cell": 4.81
}
[per-stage QoR]
stage	instance area [um^2]	setup WS (ps)	hold WS, ps	utilization
floorplan	2800	402	546	-
global placement	3270	77.7	595	0.368
detailed placement	3270	83.8	564	0.368
CTS	3470	437	603	0.390
global route	3470	395	624	0.390
finish	3470	439	600	0.390
[layout make-up]
cell class                      count  area share
Timing Repair Buffer               41       0.110
Clock inverter                      7      0.0206
Multi-Input combinational cell     59       0.167
Tap cell                          108      0.0390
Clock buffer                        9      0.0357
Inverter                            3     0.00325
Sequential cell                    72       0.624
[worst max-delay path by stage]
stage / start / end
finish: AddrA[0] / DOut1[2]
global route: AddrA[0] / DOut1[2]
CTS: AddrA[0] / DOut1[2]
[flip-flops by register name, summed over array words and instances (netlist names)]
register	flops
MemA	64
DOut1	8
[worst max-delay path: cells and delay by family]
kind	cells	cell delay [ps]
buf+inv	2	730
mux	2	840
[layout by cell type, fill, tap and decap left out, drive strengths merged]
cell type,count
a211o,2
a211oi,2
a21boi,1
a21oi,2
a22o,1
a311o,2
and2,1
buf,21
bufinv,1
clkbuf,9
clkdlybuf4s50,20
clkinv,2
clkinvlp,3
edfxtp,72
inv,4
mux2,5
mux2i,10
mux4,8
nand2,4
nand2b,3
nand3b,2
nor2,8
nor3,3
o22ai,4
o2bb2ai,1
[power by group through the flow]
stage / registers (uW) / clock network (uW) / logic, uW
4_1_cts: 1450 / 939 / 178
5_1_grt: 1450 / 997 / 191
6_report: 1450 / 920 / 175
[cells by family (layout without fill, tap and decap cells)]
family,after synthesis,count (layout),synth area share
muxes,23,23,0.131
and+or+nand+nor,21,21,0.0357
buffers and inverters,10,60,0.0214
DFF,72,72,0.772
AOI/OAI and AO/OA,15,15,0.0402
[metal layers]
layer | track usage | vias up
met5 | 0 | -
met4 | 0.0149 | 0
met3 | 0.0700 | 9
met2 | 0.165 | 70
met1 | 0.143 | 692
li1 | - | 666
Power is estimated from default activity; no workload was simulated.
