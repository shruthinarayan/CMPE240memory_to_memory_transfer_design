File: design.v
module add(input [7:0]DOut2,input [7:0]DOut1,output [7:0]ADDOut);
assign ADDOut = DOut2 + DOut1;    
endmodule
File: run.sh
#!/bin/bash
# OpenROAD 26Q1-2900-gdf79404cd8, Yosys 0.63+post, stock flow scripts
make -C /OpenROAD-flow-scripts/flow DESIGN_CONFIG=/design/flow/config.mk WORK_HOME=/design/flow/orfs finish
File: config.mk
export PLATFORM = sky130hd
export DESIGN_NAME = add
export DESIGN_NICKNAME = add
export VERILOG_FILES = /design/flow/design.v
export SDC_FILE = /design/flow/constraint.sdc
export NUM_CORES = 4
export LEC_CHECK = 1
export CORE_AREA = 10 10 70 70
export DIE_AREA = 0 0 80 80
File: constraint.sdc
current_design add

set clk_period 5.8
set clk_io_pct 0.2

create_clock -name clk0 -period $clk_period

set non_clock_inputs [all_inputs -no_clocks]
set_input_delay [expr $clk_period * $clk_io_pct] -clock clk0 $non_clock_inputs
set_output_delay [expr $clk_period * $clk_io_pct] -clock clk0 [all_outputs]
==> impl_metrics.env <==
# yosys + openroad results
export IMPL_status="completed"
export IMPL_num_rows=21
export IMPL_netlist_instances=42
export IMPL_track_usage_pct=3.26
export IMPL_ys_types=23
export IMPL_openroad_warnings=32
export IMPL_rsz0062_at_grt="false"
export IMPL_pin_count=24
export IMPL_p_leak_nw=0.242
export IMPL_fmax_mhz=229
export IMPL_layout_cells_most_common="clkdlybuf4s50_1"
export IMPL_register_area_um2=0
export IMPL_placed_cells=112
export IMPL_grt_first_pass_wirelength_um=1810
export IMPL_crit_path_frequent_cell="clkdlybuf4s50_1"
export IMPL_grt_max_degree=7
export IMPL_remaining_drc_errors=0
export IMPL_ff_count=0
export IMPL_wl_met1_um=499
export IMPL_worstSetupPathType="in2out"
export IMPL_routed_top_layer="met3"
export IMPL_hold_slack_ns=3.34
export IMPL_drive_above_1_share_pct=1.52
export IMPL_finalSetupViolations=0
export IMPL_max_stage_delay_ns=0.51
export IMPL_period_used_pct=75.4
export IMPL_grt_ovfl_total=0
export IMPL_cp_data_arrival_time_ns=3.22
export IMPL_cp_cell_sequence="clkdlybuf4s50_1 -> ha_1 -> inv_1 -> fa_1 -> nor2b_4 -> o31a_1 -> o311ai_1 -> clkdlybuf4s50_1"
export IMPL_power_density_nw_per_um2=97.6
export IMPL_dieArea_um2=6400
export IMPL_place_gp_congestion=0.687
export IMPL_drt_pass1_iterations=2
export IMPL_min_path_type="in2out"
export IMPL_cp_max_fo=3
export IMPL_syn2layout_area_growth_pct=89.8
export IMPL_end_kind="primary output"
export IMPL_layout_top_cells="clkdlybuf4s50_1, ha_1, inv_1, a21oi_1, o211ai_1"
export IMPL_seq_area_frac_synth_pct=0
export IMPL_postCtsSetupBuffers=0
export IMPL_syn_avg_cell_area_um2=7.89
export IMPL_wl_um=1100
export IMPL_yosys_stat_cells=42
export IMPL_ant_nets=0
export IMPL_vdd_ir_drop_max_mv=0.0346
export IMPL_stdcell_count=112
export IMPL_initCoreUtil_pct=9.71
export IMPL_nClkBuffers=0
export IMPL_post_drt_wl_per_cell_um=9.81
export IMPL_fillCellCount=395
export IMPL_postCtsHoldBufs=0
export IMPL_num_antenna_cells=0
export IMPL_startpoint_type="input port"
export IMPL_crit_path_top_delay_cell="clkdlybuf4s50_1"
export IMPL_port_buffers=24
export IMPL_period_minus_slack_ns=4.38
export IMPL_fin_util_pct=18.4
export IMPL_fp_dieH_um=80
export IMPL_worst_pin_slew_ns=0.476
export IMPL_max_cap_violations=0
export IMPL_cts_repair_resized=0
export IMPL_grt_antenna_before_repair=0
export IMPL_ys_chip_area_um2=332
export IMPL_yosysWarnings=0
export IMPL_viasPerCell=3.45
export IMPL_core_area_um2=3420
export IMPL_required_ns=4.64
export IMPL_dr_wl_met3_um=177
export IMPL_wl_met2_um=422
export IMPL_hold_viol_final=0
export IMPL_max_slew_margin_pct=68.1
export IMPL_tns_ns=0
export IMPL_dp_hpwl_um=1020
export IMPL_drv_slew=0
export IMPL_synth_area_um2=332
export IMPL_die_width_um=80
export IMPL_vias=386
export IMPL_grt_pass1_vias=391
export IMPL_drt_iter0_markers=4
[critical path: cells and delay by family]
family | cells | cell delay (ns)
AND-OR/OR-AND | 2 | 0.52
buffers and inverters | 3 | 0.99
adder cells (fa/ha/maj) | 2 | 0.48
AND/OR/NAND/NOR | 1 | 0.06
[synthesized netlist by cell type]
cell type  number  area (um^2)
a211oi_1        1         7.51
a21o_1          1         7.51
a21oi_1         5         25.0
a221oi_1        1         8.76
fa_1            1         20.0
ha_1            7         87.6
inv_1           5         18.8
nand2_1         1         3.75
nand2b_1        1         6.26
nor2_1          1         3.75
nor2b_1         1         6.26
nor2b_4         1         13.8
nor3_1          1         5.00
nor3b_1         1         7.51
o211ai_1        3         22.5
o21a_1          1         7.51
o21ai_0         2         10.0
o2bb2ai_1       1         8.76
o311ai_0        1         8.76
o311ai_1        1         8.76
o31a_1          1         8.76
xnor2_1         2         17.5
xor2_1          2         17.5
[power breakdown]
| part | total [mW] | switching, mW | internal [mW] |
|---|---|---|---|
| clock | 0 | 0 | 0 |
| sequential | 0 | 0 | 0 |
| combinational | 0.0614 | 0.0213 | 0.0401 |
| total | 0.0614 | 0.0213 | 0.0401 |
[layer usage]
metal | vias up | global-route usage [%]
li1 | 208 | -
met1 | 162 | 4.43
met2 | 16 | 4.65
met3 | 0 | 1.82
met4 | 0 | 0
met5 | - | 0
[final timing paths]
kind	depth (start not counted)	to	start	slack [ns]
min	3	ADDOut[0]	DOut1[0]	3.34
max	8	ADDOut[6]	DOut2[0]	1.42
[logic make-up (layout without fill, tap and decap cells)]
logic type      after synthesis  after routing  share of synthesized area, %
simple gates                  7              7                          14.0
buf+inv                       5             29                          5.66
xor+xnor                      4              4                          10.6
compound gates               18             18                          37.4
fa+ha+maj                     8              8                          32.5
[area by class of cell]
class | count | area (um^2) | share of cell area (%)
well taps | 46 | 57.6 | 9.15
multi-input cells | 37 | 313 | 49.7
inverters | 5 | 18.8 | 2.98
repair buffers | 24 | 240 | 38.2
[per-stage QoR]
step	worst slack (ns)	power, mW	cell area (um^2)
global placement	1.42	0.0626	629
floorplan	2.50	0.0263	332
global route	1.21	0.0692	629
finish	1.42	0.0614	629
detailed placement	1.40	0.0628	629
CTS	1.40	0.0632	629
Power figures rest on the tool's default switching activity, not on a simulated workload.
