--- /design/flow/config.mk ---
export PLATFORM = sky130hd
export DESIGN_NAME = comparator
export DESIGN_NICKNAME = comparator
export VERILOG_FILES = /design/flow/design.v
export SDC_FILE = /design/flow/constraint.sdc
export NUM_CORES = 4
export LEC_CHECK = 1
export CORE_AREA = 10 10 70 70
export DIE_AREA = 0 0 80 80
--- /design/flow/run.sh ---
#!/bin/bash
# OpenROAD 26Q1-2900-gdf79404cd8, Yosys 0.63+post, stock flow scripts
make -C /OpenROAD-flow-scripts/flow DESIGN_CONFIG=/design/flow/config.mk WORK_HOME=/design/flow/orfs finish
--- /design/flow/design.v ---
module comparator(input [7:0]DOut2,input [7:0]DOut1,output reg Sign);
   wire [7:0]diff;
   assign diff=DOut2-DOut1;
    always @(DOut2 or DOut1)
     begin
        if(diff[7]==0) 
           Sign=1;
        else 
         Sign=0;
    end
endmodule
--- /design/flow/constraint.sdc ---
current_design comparator

set clk_period 2.6
set clk_io_pct 0.2

create_clock -name clk0 -period $clk_period

set non_clock_inputs [all_inputs -no_clocks]
set_input_delay [expr $clk_period * $clk_io_pct] -clock clk0 $non_clock_inputs
set_output_delay [expr $clk_period * $clk_io_pct] -clock clk0 [all_outputs]
==> changes_impl.md <==
## Implementation

* Final hold violations at 0
* Yosys chip area at 170 sq um
* Post-route setup slack at 0.123 ns
* Global-route wire length before repair at 1060 um
* Rows at 21
* Total grt overflow at 0
* Storage element area at 0 sq um
* Synth Area per Inst at 6.81 sq um
* Yosys warns at 1
* WL/cell at approximately 7 um
* Antenna cell count at 0
* Worst Tran Pin Value at 0.155 ns
* IR drop worst, VDD at 44.4 uV
* Net load switching power at between 0.02 and 0.025 mW
* Die height at 80 um
* Post-Synthesis Cells at 25
* Worst Setup End Kind: output pin
* Top Ports at 17
* Initial DRT Pass Iterations at 1
* Mapped Area at 170 sq um
* Sequential cell count at 0
* Min cycle time layout at 2.48 ns
* Pin count of the biggest net entering global routing at 3
* Tcrit/Tclk final at a little over nine tenths
* Core box area at 3420 sq um
* Pre-CTS WS at -0.263 ns
* Sw Share at 35.6%
* PwrDens at 148 nW/um^2
* Vias in the first global route at 251
* Initial drt markers at 0
* Final ANT Viol Nets at 0
* Via count at between 200 and 250
* Final setup viols at 0
* Post-DP Area at 398 sq um
* Final instance area at 455 sq um
* Highest clock rate at 404 MHz
* Final wirelength at around 630 um
* Overall Power at approximately 0.067 mW
* Pint at 0.0434 mW
* Layout cell share with drive strength beyond 1 at about a quarter
* Die X at 80 um
* # clk buffers at 0
* Max cap viols at 0
* Startpoint Class: primary input
* Initial antenna violation count at 0
* Post-CTS Setup Repair Bufs at 0
* Post-synthesis sequential area ratio at 0%
* Yosys Instances at 25
* Worst-path maximum fanout at 2
* Critical path type: in2out
* Max Transition Viols Final at 0
* Filler Cells Inserted at between 400 and 500
* GRT Total Usage at 1.99%
* RSZ-0062 raised after global routing: no
* Hold_buf cts at 0
* DRC at 0
* Clock Power Share at 0%
* Sequential power share at 0%
* Area delta synth->final at 168%
* Worst hold path class: in2out
* Number of port buffers at 17
* Pleak at 0.175 nW
* Status: complete, no violations
* DR vias/cell at 2.52
* Hpwl dp at slightly below 600 um
* CP Data Required Time at 2.08 ns
* Tool warning count at 32
* Yosys cell types at 10
* Slew margin rel. at 89.7%
* Final TNS setup at 0 ns
* Crit path DAT at roughly 2.0 ns
* Combinational power share at 100.0%
* Chip area at 6400 sq um
* Gpl congestion at 0.656
* Fp util at 4.98%
## worst max-delay path, stage by stage
cell and delay [ns]:
clkdlybuf4s50_1 0.51, ha_4 0.22, a21oi_2 0.14, o21ai_2 0.08
a21oi_2 0.15, xnor2_1 0.12, dlygate4sd2_1 0.22
## layer usage
metal / up-vias / share of wire [%] / GRT usage (%)
li1: 116 / - / -
met1: 94 / 48 / 2.70
met2: 12 / 42 / 3.13
met3: 0 / 11 / 0.682
met4: 0 / 0 / 0
met5: - / 0 / 0
## power by group through the flow
stage / Sequential [mW] / Combinational (mW) / Clock, mW
5_1_grt: 0 / 0.0771 / 0
6_report: 0 / 0.0673 / 0
4_1_cts: 0 / 0.0595 / 0
## synthesized netlist by cell type (all sizes together)
master / n / share of area (%)
inv: 6 / 13
nand2: 3 / 6.6
xnor2: 1 / 5.1
nor2b: 1 / 3.7
a21oi: 4 / 14
o21ai: 2 / 5.9
nor2: 1 / 2.2
xor2: 1 / 5.1
ha: 6 / 44
## cells by family (layout without fill, tap and decap cells)
group           after synthesis  in the layout  share of synthesized area [%]
compound gates                6              6                           19.9
xor+xnor                      2              2                           10.3
fa+ha+maj                     6              6                           44.1
buf+inv                       6             23                           13.2
simple gates                  5              5                           12.5
## cell type report
cell class / count / area (sq um) / share of cell area, %
multi-input cells: 19 / 206 / 45.3
repair buffers: 17 / 169 / 37.1
well taps: 46 / 57.6 / 12.6
inverters: 6 / 22.5 / 4.95
## path summary, 6_finish.rpt
check	startpoint	to	slack, ns	cells after the start
worst max-delay path	DOut2[2]	Sign	0.12	7
worst min-delay path	DOut2[7]	Sign	1.89	4
## through the flow
step	hold slack [ns]	cells	utilization [%]
finish	1.89	88	13.3
global route	1.95	88	13.3
CTS	1.91	88	11.9
detailed placement	2.11	88	11.6
global placement	2.10	88	11.6
floorplan	1.17	25	-
## cell usage in the layout (no fill, tap or decap)
master           count
a21oi_2              4
clkdlybuf4s50_1     16
dlygate4sd2_1        1
ha_1                 3
ha_4                 3
inv_1                6
nand2_1              3
nor2_2               1
nor2b_1              1
o21ai_2              2
xnor2_1              1
xor2_1               1
## repair_timing
item,CTS,global route
pin swaps,2,3
setup endpoints to repair,1,1
hold endpoints to repair,0,0
gates resized,4,6
No activity file was given, so power comes from the tool's default toggle rates.
